==> design.v <==
`timescale 1ns/1ns
module SRAM (
    clk,
    rst,
    SRAM_WE_N,
    SRAM_ADDR,
    SRAM_DQ
);
    input clk, rst, SRAM_WE_N;
    input[17:0] SRAM_ADDR;
    inout[15:0] SRAM_DQ;
    reg[15:0] memory[0:511];
    assign SRAM_DQ = SRAM_WE_N ? memory[SRAM_ADDR] : 16'bz;  
    always @(posedge clk) begin
        if (~SRAM_WE_N) 
            memory[SRAM_ADDR] <= SRAM_DQ;  
    end
endmodule
==> run.sh <==
#!/bin/bash
# OpenROAD 26Q1-2900-gdf79404cd8, Yosys 0.63+post, stock flow scripts
make -C /OpenROAD-flow-scripts/flow DESIGN_CONFIG=/design/flow/config.mk WORK_HOME=/design/flow/orfs finish
==> config.mk <==
export PLATFORM = sky130hd
export DESIGN_NAME = SRAM
export DESIGN_NICKNAME = SRAM
export VERILOG_FILES = /design/flow/design.v
export SDC_FILE = /design/flow/constraint.sdc
export NUM_CORES = 4
export LEC_CHECK = 1
export CORE_UTILIZATION = 40
export SYNTH_MEMORY_MAX_BITS = 65536
==> constraint.sdc <==
current_design SRAM

set clk_period 51.4
set clk_io_pct 0.2

create_clock -name clk0 -period $clk_period [get_ports {clk}]

set non_clock_inputs [all_inputs -no_clocks]
set_input_delay [expr $clk_period * $clk_io_pct] -clock clk0 $non_clock_inputs
set_output_delay [expr $clk_period * $clk_io_pct] -clock clk0 [all_outputs]
==> CHANGELOG.md <==
### Physical design

* Outcome: stopped before the end
* Fail Step: 4_1_cts
* First Err: [error] [KeplerFormal.cpp:679] Workflow failed: Iso has multiple drivers: .SRAM_DQ2, place1575.X0
* Post-synthesis sequential area ratio at 78.3%
* Post-cts repair resize count at 0
* Clock root buffer master: clkbuf_16
* CTS Buf Count at 804
* Row count at 325
* Placed Area at 333000 µm²
* Distinct cells, synth at 81
* Area leader, netlist: edfxtp_1
* Post-synth ARST share at 0%
* DPL Wire Length at 573 mm
* Top_reg_cell synth: edfxtp_1
* Die Span X at 888 µm
* FF+latch count, synth at 8192
* Yosys stat area at 314000 µm²
* Mean Syn Cell Area at 21.2 µm²
* Post-synth EDFFs at 8192
* Number of port buffers at 10
* Cell count listed in synth_stat.txt at 14800
* Die H at 888 µm
* # H-tree levels at 6
* IO Pins at 37
* Synth top area share at 78.3%
* Post-Syn Instances at 14800
* Clk sinks at 8192
* Max Buffers Root-to-Sink at 4
* Starting Density at 40.1%
* Yosys warns at 2
* Setup Buffers After CTS at 0
* Post-synthesis cell area at 314000 µm²
* RePlAce Congestion at 0.934
* Post-synth area hogs: edfxtp_1 78%, mux4_2 10%, mux2i_1 4.3%, a22oi_1 0.87%, o22ai_1 0.79%
* Hold Buf Count CTS at 0
-- cell families after synthesis --
family	Yosys count	share of synthesized area (%)
flops	8192	78.3
buf+inv	884	1.61
simple gates	1377	2.11
compound gates	1611	3.56
mux	2761	14.4
-- synth_stat cells, drive strengths merged, types with 21 or more instances --
cell type and instances:
nand2 278, or4 88, nand4 62, o22ai 399, and4 31, o21ai 114, buf 573, o211ai 21
nor4 54, a22oi 363, mux4 1404, a32oi 24, nor3 50, nor2 586, edfxtp 8192, nor2b 23
a21oi 189, a221oi 209, mux2i 1342, a31oi 128, nand3 90, and3 39, a22o 71, clkbuf 304
-- per-stage QoR --
| stage | hold slack (ns) | setup WS [ns] | std cells |
|---|---|---|---|
| after global placement | 1.19 | 22.67 | 25700 |
| after floorplan | 5.65 | 20.93 | 14800 |
| after detailed placement | 1.22 | 22.59 | 25700 |
