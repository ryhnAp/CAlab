==> design/flow/design.v <==
`timescale 1ns/1ns
module Adder(
  left,
  right,
  sum
);
  parameter size = 32;
  input [size-1 : 0] left, right;
  output [size-1 : 0] sum;
  assign sum = left + right;
endmodule
`timescale 1ns/1ns
module IF_Stage(
  clk, 
  rst, 
  freeze, 
  branch_taken, 
  branch_address, 
  PC, 
  Instruction
);
  input clk, rst, freeze, branch_taken;
  input [31:0] branch_address;
  output [31:0] PC, Instruction;
  wire [31:0] prev_pc, next_pc;
  MUX #(.len(32)) branch_pc(.in0(PC), .in1(branch_address), .sel(branch_taken), .out(next_pc));
  PC_Register pc_reg(.clk(clk), .rst(rst), .freeze(freeze), .pc_in(next_pc), .pc(prev_pc));
  Adder program_counter(.left(prev_pc), .right(32'd4), .sum(PC));
  Instruction_Memory inst_mem(.Address(prev_pc), .Instruction(Instruction));
endmodule
`timescale 1ns/1ns
module Instruction_Memory(
  Address,
  Instruction
);
	parameter mem_size = 50;
	parameter mem_len = 32;
  	input [mem_len-1 : 0] Address;
  	output [mem_len-1 : 0] Instruction;
  	wire [mem_len-1 : 0] scope;
	reg [mem_len-1:0] memory[0:mem_size-1];
	assign scope = {2'd0, Address[31:2]};
	initial begin
		memory[0]  = 32'b1110_00_1_1101_0_0000_0000_000000010100;  
		memory[1]  = 32'b1110_00_1_1101_0_0000_0001_101000000001;  
		memory[2]  = 32'b1110_00_1_1101_0_0000_0010_000100000011; 
		memory[3]  = 32'b1110_00_0_0100_1_0010_0011_000000000010;  
		memory[4]  = 32'b1110_00_0_0101_0_0000_0100_000000000000;  
		memory[5]  = 32'b1110_00_0_0010_0_0100_0101_000100000100;  
		memory[6]  = 32'b1110_00_0_0110_0_0000_0110_000010100000;  
		memory[7]  = 32'b1110_00_0_1100_0_0101_0111_000101000010;  
		memory[8]  = 32'b1110_00_0_0000_0_0111_1000_000000000011;  
		memory[9]  = 32'b1110_00_0_1111_0_0000_1001_000000000110;  
		memory[10] = 32'b1110_00_0_0001_0_0100_1010_000000000101;  
		memory[11] = 32'b1110_00_0_1010_1_1000_0000_000000000110;  
		memory[12] = 32'b0001_00_0_0100_0_0001_0001_000000000001;  
		memory[13] = 32'b1110_00_0_1000_1_1001_0000_000000001000;  
		memory[14] = 32'b0000_00_0_0100_0_0010_0010_000000000010;  
		memory[15] = 32'b1110_00_1_1101_0_0000_0000_101100000001;  
		memory[16] = 32'b1110_01_0_0100_0_0000_0001_000000000000;  
		memory[17] = 32'b1110_01_0_0100_1_0000_1011_000000000000;  
		memory[18] = 32'b1110_01_0_0100_0_0000_0010_000000000100;  
		memory[19] = 32'b1110_01_0_0100_0_0000_0011_000000001000;  
		memory[20] = 32'b1110_01_0_0100_0_0000_0100_000000001101;  
		memory[21] = 32'b1110_01_0_0100_0_0000_0101_000000010000;  
		memory[22] = 32'b1110_01_0_0100_0_0000_0110_000000010100;  
		memory[23] = 32'b1110_01_0_0100_1_0000_1010_000000000100;  
		memory[24] = 32'b1110_01_0_0100_0_0000_0111_000000011000;  
		memory[25] = 32'b1110_00_1_1101_0_0000_0001_000000000100;  
		memory[26] = 32'b1110_00_1_1101_0_0000_0010_000000000000;  
		memory[27] = 32'b1110_00_1_1101_0_0000_0011_000000000000;  
		memory[28] = 32'b1110_00_0_0100_0_0000_0100_000100000011;  
		memory[29] = 32'b1110_01_0_0100_1_0100_0101_000000000000;  
		memory[30] = 32'b1110_01_0_0100_1_0100_0110_000000000100;  
		memory[31] = 32'b1110_00_0_1010_1_0101_0000_000000000110;  
		memory[32] = 32'b1100_01_0_0100_0_0100_0110_000000000000;  
		memory[33] = 32'b1100_01_0_0100_0_0100_0101_000000000100;  
		memory[34] = 32'b1110_00_1_0100_0_0011_0011_000000000001;  
		memory[35] = 32'b1110_00_1_1010_1_0011_0000_000000000011;  
		memory[36] = 32'b1011_10_1_0_111111111111111111110111   ;  
		memory[37] = 32'b1110_00_1_0100_0_0010_0010_000000000001;  
		memory[38] = 32'b1110_00_0_1010_1_0010_0000_000000000001;  
		memory[39] = 32'b1011_10_1_0_111111111111111111110011   ;  
		memory[40] = 32'b1110_01_0_0100_1_0000_0001_000000000000;  
		memory[41] = 32'b1110_01_0_0100_1_0000_0010_000000000100;  
		memory[42] = 32'b1110_01_0_0100_1_0000_0011_000000001000;  
		memory[43] = 32'b1110_01_0_0100_1_0000_0100_000000001100;  
		memory[44] = 32'b1110_01_0_0100_1_0000_0101_000000010000;  
		memory[45] = 32'b1110_01_0_0100_1_0000_0110_000000010100;  
		memory[46] = 32'b1110_10_1_0_111111111111111111111111   ;  
	end
	assign Instruction = memory[scope];	
endmodule
`timescale 1ns/1ns
module MUX(
  in0, 
  in1,
  sel,
  out
);
  parameter len = 32;
  input [len-1:0] in0, in1;
  input sel;
  output [len-1:0] out;
  assign out = sel ? in1 : in0;
endmodule
`timescale 1ns/1ns
module PC_Register(
  clk, 
  rst, 
  freeze,
  pc_in,
  pc
);
  parameter size = 32;
  input clk, rst, freeze;
  input [size-1 : 0] pc_in;
  output reg [size-1 : 0] pc;
  always@(posedge clk, posedge rst) begin
    if (rst)
      pc <= 32'd0;
    else if (~freeze)
      pc <= pc_in;
  end
endmodule
==> design/flow/run.sh <==
#!/bin/bash
# OpenROAD 26Q1-2900-gdf79404cd8, Yosys 0.63+post, stock flow scripts
make -C /OpenROAD-flow-scripts/flow DESIGN_CONFIG=/design/flow/config.mk WORK_HOME=/design/flow/orfs finish
==> design/flow/config.mk <==
export PLATFORM = sky130hd
export DESIGN_NAME = IF_Stage
export DESIGN_NICKNAME = IF_Stage
export VERILOG_FILES = /design/flow/design.v
export SDC_FILE = /design/flow/constraint.sdc
export NUM_CORES = 4
export LEC_CHECK = 1
export CORE_UTILIZATION = 50
==> design/flow/constraint.sdc <==
current_design IF_Stage

set clk_period 9.7
set clk_io_pct 0.2

create_clock -name clk0 -period $clk_period [get_ports {clk}]

set non_clock_inputs [all_inputs -no_clocks]
set_input_delay [expr $clk_period * $clk_io_pct] -clock clk0 $non_clock_inputs
set_output_delay [expr $clk_period * $clk_io_pct] -clock clk0 [all_outputs]
==> results.txt <==
State of the implementation.

- The last weighted congestion value of the routability-driven placer is 0.966, for reference.
- The post-cts hold-fix buffer tally is 0, for reference.
- The setup fix buffers added after clock tree synthesis is 0, for reference.
- Setup repair after global routing left no endpoint under its margin.
- The most common cell after layout, fill and taps aside is sky130_fd_sc_hd__clkdlybuf4s50_1, for reference.
- Looking at the cell usage after synthesis, the top flip-flop cell is sky130_fd_sc_hd__dfrtp_1.
- The report lists the cells along the critical path as ha_1 -> nand2_1 -> nor3_1 -> buf_4 -> and3_1 -> xor2_1 -> clkdlybuf4s50_1.
- In the final routed layout, each cell accounts on average for 16.4 um.
- The number of optimization iterations in the first detailed-route pass is 6, for reference.
- The tightest min-delay check is of the flip-flop to flip-flop type.
- Per the run report, area growth between synthesis and finish was 27.6%.
- TritonCTS built the clock tree.
- The final HPWL from detailed placement is about 7600 um, for reference.
- The cell area after technology mapping is 3760 um^2, for reference.
- The post-detailed-routing wire length is 11000 um, for reference.
- The final route contains 4147 vias.
- The die span in x is 88.7 um, for reference.
- The number of instances in the synthesized netlist is 506, for reference.
- The global router's overall resource usage is 29.6%, for reference.
- The total power density per cell area is 139 nW/um^2, for reference.
- Of the total power, registers draw roughly 29%.
- The vertical extent of the die is 88.7 um, for reference.
- Registers take 802 um^2.
- The most critical hold endpoint after final layout shows a slack of 0.476 ns.
- The detailed-route vias per instance is 6.23, for reference.
- The transition time at the pin with the least slew margin is between 0.8 and 0.9 ns, for reference.
- The clock-pin slew of the registers on the worst-case setup and hold paths is 0.06 ns, for reference.
- The final cell count without fillers is around 670, for reference.
- Entering global routing, the biggest net connects 68 pins.
- The chip footprint is 7860 um^2, for reference.
- The sum of buffers and inverters on the critical path is 2, for reference.
- According to the floorplan report, the placeable core area is 7250 um^2.
- The worst vdd rail ir drop is 96.2 uV, for reference.
- The flow ran to the end, and the final reports show no timing, DRC or antenna violations.
- For this run, the number of Yosys warnings is 2.
- The critical path's largest stage delay is 0.76 ns, for reference.
- The final critical path time including I/O delays and setup is 5.18 ns, for reference.
- The internal power of the cells is about 0.0004 W, for reference.
- The post-synthesis async set-or-reset flop share is around 100%, for reference.
- The number of violations of the max-capacitance limit is 0, for reference.
- The maximum achievable frequency is 0.193 GHz, for reference.
- Per the TritonCTS log, the buffer count is 5.
- In this run the worst path has a maximum fanout of 20.
- The post-synthesis cell count from yosys is 506, for reference.
- The effective utilization at floorplan is roughly 52%, for reference.
- The netlist uses 66 different library cells.
- The clock root buffer is sky130_fd_sc_hd__clkbuf_8, for reference.
- The count of warning messages emitted by the tools is 37, for reference.
- The number of register bits inferred by synthesis is 32, for reference.
- STA classifies the critical path startpoint as a flip-flop.
- Yosys mapped a number of flops with a built-in enable equal to 0.
- In this run the core area contains 31 standard-cell rows.
- Cells with a size suffix above 1 make up under 10% of the layout.
- Ranking logic cells in the layout by count gives the top entries sky130_fd_sc_hd__clkdlybuf4s50_1 (99), sky130_fd_sc_hd__nand2_1 (48), sky130_fd_sc_hd__nor2_1 (32).
- The data arrival time reported for the critical path is about 3.2 ns.
- Per the placement report, the placed cell count is 658.
- The design area is about 4800 um^2, for reference.
- The register with the most flip-flops in the layout has 32 of them.
- The count of input and output buffers is 99, for reference.
- Recorded from the global router log, the overflow total was 0.
- The clock H-tree reported by CTS has 2 levels.
- The endpoint class of the critical path is an output port, for reference.
- After synthesis, the chip area reported by Yosys is 3760 um^2.
- After the first detailed-routing iteration, the DRC count stood at roughly 400.
- In the setup report, the worst path falls into the class flip-flop to output port.
- The worst-case setup margin in the final layout is 4.52 ns, for reference.
- The count of final setup violators is 0, for reference.
- The clock group share of total power is between 10% and 20%, for reference.
- The leakage component of the power is 1.85 nW, for reference.
- The critical path's slowest cell is sky130_fd_sc_hd__dfrtp_1, for reference.
- The power report shows net switching accounting for a little under two fifths of the total.
- The pre-CTS setup slack is a little under 5 ns, for reference.
- The clock passes through at most 2 buffers.
- In this run the mean area of a mapped cell was ~7.4 um^2.
- Counting endpoints that fail hold in the final report gives 0.
- The aggregate negative setup slack is 0 ns, for reference.
- The first global-routing pass estimated 17800 um of wire.
- TritonCTS reports the number of clock sinks as 32.
- For the final database, setup skew stands at around 0.0064 ns.
- The switching power is 0.000253 W, for reference.
- The number of gates resized after cts is 0, for reference.
- The total I/O pin count is 100, for reference.
- The number of antenna violations at the first check in global routing is 0, for reference.
- The number of filler instances in the final layout is 623, for reference.
- The final number of max-transition violations is 0, for reference.
- The count of nets left with antenna violations after detail routing is 0, for reference.
- The number of inserted diodes is 0, for reference.
- The clock reaches the later pin of the worst-skew pair after ~0.28 ns.
- The tightest slew margin relative to the limit is 45.3%, for reference.
- The required time of the critical path is 7.76 ns, for reference.
- Summing the sequential cell areas from Yosys gives 21.3% of the chip area.
- The logic area is ~2600 um^2, for reference.
- The via count of the first global-routing pass is 3517.
- The part of the cycle the worst path needs is 53.4%, for reference.
- Summing all placed instances gives a cell area of around 4700 um^2.
- The script parses the final routing iteration and logs DRC violations as 0.
- The combinational group share of total power is 55.3%, for reference.
- The kind of cell adding the most delay to the critical path is simple AND/OR/NAND/NOR gates, for reference.
-- power groups by stage --
stage / clock network, W / logic (W) / registers, W
global route: 0.000116 / 0.000411 / 0.000195
CTS: 0.000110 / 0.000367 / 0.000190
finish: 0.000107 / 0.000368 / 0.000191
-- tightest hold or removal path, cell delays in order, from the launching register on --
cell,delay [ns]
sky130_fd_sc_hd__dfrtp_1,0.34
sky130_fd_sc_hd__nand2_1,0.05
sky130_fd_sc_hd__nand2_1,0.06
-- cell families (layout without fill, tap and decap cells) --
logic type	after synthesis	count (layout)	synth area share, %
AND-OR/OR-AND	155	155	28.4
XOR/XNOR	28	28	6.53
adder cells (fa/ha/maj)	13	13	4.33
buffers and inverters	75	136	8.53
flip-flops	32	32	21.3
multiplexers	9	9	3.43
AND/OR/NAND/NOR	194	194	27.5
-- metal layers --
layer	global-route usage, %	routed length (um)
met1	52.2	5280
met4	2.05	66
met5	0	0
met3	3.31	924
met2	41.0	4680
-- per-stage QoR --
stage	total power (W)	utilization [%]
finish	0.000665	66.1
global route	0.000722	66.1
CTS	0.000666	66.1
detailed placement	0.000557	64.8
global placement	0.000557	64.8
floorplan	0.000393	-
-- final timing paths --
kind	startpoint	endpoint	slack, ns	depth (start not counted)
setup / recovery	pc_reg.pc[2]$_DFFE_PP0N_	PC[26]	4.52	7
hold / removal	pc_reg.pc[1]$_DFFE_PP0P_	pc_reg.pc[1]$_DFFE_PP0P_	0.48	2
setup reg to reg	pc_reg.pc[2]$_DFFE_PP0N_	pc_reg.pc[28]$_DFFE_PP0N_	7.06	6
hold reg to reg	pc_reg.pc[1]$_DFFE_PP0P_	pc_reg.pc[1]$_DFFE_PP0P_	0.48	2
max in group asynchronous	rst	pc_reg.pc[5]$_DFFE_PP0N_	7.30	3
min in group asynchronous	rst	pc_reg.pc[16]$_DFFE_PP0N_	2.05	3
-- final cells by class --
class                   instances  area share (%)
clock buffers                   8            1.88
repair buffers                110            22.4
inverters                      18            1.41
multi-input cells             399            55.0
well taps                      99            2.58
flip-flops and latches         32            16.7
-- cell usage after synthesis (all sizes together) (17+ instances only) --
cell	number	area, um^2
nor2	32	120
nand3	29	155
nand2	48	180
o21ai	29	145
a21oi	27	135
buf	27	139
a22oi	18	135
xnor2	20	175
inv	17	63.8
clkbuf	30	114
dfrtp	32	801
nand2b	18	113
No activity file was given, so power comes from the tool's default toggle rates.
