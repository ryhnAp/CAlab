`design/flow/design.v`:
```
`timescale 1ns/1ns
module Data_Memory(
  Add, 
  input_data,
  clk, 
  MEM_read, 
  MEM_write,
  out_data
);
  parameter mem_size = 64;
  parameter len = 32;
  input [len-1 : 0] Add, input_data;
  input clk, MEM_read, MEM_write;
  output reg [len-1 : 0] out_data;
  wire [len-1 : 0] temp_addr  = Add - 32'd1024;
  wire [len-1 : 0] real_addr = {2'd0, temp_addr[31:2]};
  reg [len-1 : 0] memory [0 : mem_size];
  integer i; 
  initial begin
    for(i = 0 ; i < 64 ; i = i + 1)
	    memory[i] = 32'd0; 	
  end
  always @ (posedge clk) begin
    if(MEM_write)begin
      memory[real_addr] <= input_data;
    end
  end
  always @ (MEM_read, real_addr) begin
    if(MEM_read) begin 
      out_data = memory[real_addr];
    end
  end
endmodule
`timescale 1ns/1ns
module MEM_Stage(
  clk, 
  MEMread, 
  MEMwrite, 
  address, 
  data, 
  MEM_result
);
  input clk, MEMread, MEMwrite;
  input [31 : 0] address, data;
  output [31 : 0] MEM_result;
  Data_Memory memory(.clk(clk), .MEM_read(MEMread), .MEM_write(MEMwrite),
    .Add(address), .input_data(data), .out_data(MEM_result));
endmodule
```
`design/flow/run.sh`:
```
#!/bin/bash
# OpenROAD 26Q1-2900-gdf79404cd8, Yosys 0.63+post, stock flow scripts
make -C /OpenROAD-flow-scripts/flow DESIGN_CONFIG=/design/flow/config.mk WORK_HOME=/design/flow/orfs finish
```
`design/flow/config.mk`:
```
export PLATFORM = sky130hd
export DESIGN_NAME = MEM_Stage
export DESIGN_NICKNAME = MEM_Stage
export VERILOG_FILES = /design/flow/design.v
export SDC_FILE = /design/flow/constraint.sdc
export NUM_CORES = 4
export LEC_CHECK = 1
export CORE_UTILIZATION = 40
```
`design/flow/constraint.sdc`:
```
current_design MEM_Stage

set clk_period 32.9
set clk_io_pct 0.2

create_clock -name clk0 -period $clk_period [get_ports {clk}]

set non_clock_inputs [all_inputs -no_clocks]
set_input_delay [expr $clk_period * $clk_io_pct] -clock clk0 $non_clock_inputs
set_output_delay [expr $clk_period * $clk_io_pct] -clock clk0 [all_outputs]
```
==> impl_metrics.toml <==
# synthesis and place-and-route metrics
[routing]
drtPass1Iterations = 6
drcViolationCount = 0
ant_nets = 0
drt_iter0_drc = 3178
viasPerCell = 5.958
drt-total-wl_um = 230600
routedWlPerCell_um = 32.48
vias = 42290

[clock_tree]
cts_max_level = 4
cts_max_path_buffers = 3
hold_buffers = 0
cts_buffers = 197
post-cts-setup-buffers = 0
tritoncts = "done"
cts_resized = 0
clk_pin_slew_ns = 0.06
cts-root-buf = "sky130_fd_sc_hd__clkbuf_16"

[place]
io_buffer_count = 73
place.gp.congestion = 0.9299
placed_cells_incl_taps = 6733
place.detailed.hpwl_um = 130100
pre_cts_ws_ns = 21.53

[floorplanning]
die-width_um = 450.1
floorplan_core_area_um2 = 199700
floorplan.io_pins = 99
die.size.y_um = 450.1
fp-row-count = 164
floorplan.die_area_um2 = 202600
initCoreUtil = 0.4023

[finish]
final_layout_size_suffix_gt1_frac = 0.2018
fin_cells = 7099
area.growth.synth_to_final_pct = 13.27
fill_cells = 16420

[setup_path]
worstPathArrival_ns = 10.93
cp.required_ns = 33.35
cp-end-kind = "flip-flop"
crit_path_start_kind = "input port"
timing.setup.critical_path_class = "input port to flip-flop"
cp_max_fo = 74

[sta]
setup_repair_after_global_routing_missed_its_margin = "false"
hold_violations = 0
fin_crit_ns = 10.48
final.setup.worst_slack_ns = 22.42
worst_slew_pin_slew_ns = 1.097
worst_max_slew_margin_expressed_relative_to_the_limit = 0.2480
layout_worst_path_cycle_share = 0.3185
final-setup-viol-count = 0
number_of_register_pins_that_no_clock_reaches = 32
upper_clock_frequency_limit_ghz = 0.09544
untimed_endpoints = 64
maxSlewViolCount = 0
finalSetupTns_ns = 0

[global_routing]
grt_antenna_before_repair = 5
global_route.usage.total = 0.2504
first_global_vias = 45260
grt-ovfl-total = 0
grt_max_degree = 75
grt_pass1_wl_um = 328700

[synthesis]
enable_flop_cells = 2080
synth_cell_types = 65
netlist_instances = 4093
synth_area_per_cell_um2 = 19.62
yosys_chip_area_um2 = 80310
total_number_of_yosys_warnings = 1
synth_flops = 2112
ys_dominant_reg_cell = "sky130_fd_sc_hd__edfxtp_1"
ys_cells = 4093
ys_async_sr_fraction = 0
synth.cell_area_um2 = 80310

[power_and_ir_drop]
p_leak_nw = 28.53
vdd_drop_max_mv = 0.06362
power_density_normalized_to_cell_area_nw_per_um2 = 59.82

[run]
max_cap_viol_count = 0
openroad.warnings = 51

[hold_path]
timing.hold.worst.class = "input port to flip-flop"

[outcome]
outcome = "complete, no violations"
[synth_stat cells, drive strengths merged (14+ instances only)]
| library cell | instances | share of area |
|---|---|---|
| a22oi | 176 | 0.016 |
| mux2 | 99 | 0.014 |
| buf | 186 | 0.013 |
| a21oi | 57 | 0.0036 |
| mux2i | 278 | 0.035 |
| dlxtp | 32 | 0.0060 |
| o22ai | 27 | 0.0021 |
| mux4 | 205 | 0.057 |
| a32oi | 15 | 0.0016 |
| o211ai | 41 | 0.0038 |
| nand2 | 119 | 0.0056 |
| a31oi | 14 | 0.0011 |
| nand3 | 75 | 0.0047 |
| clkbuf | 81 | 0.0038 |
| nor2 | 121 | 0.0057 |
| o21ai | 49 | 0.0031 |
| o221ai | 29 | 0.0032 |
| edfxtp | 2080 | 0.78 |
| a221oi | 226 | 0.025 |
[cells by family after synthesis]
logic type             Yosys count  synth area share
AND-OR/OR-AND                  722           0.06958
buffers and inverters          280           0.01776
latches                         32          0.005982
multiplexers                   582            0.1060
flip-flops                    2080            0.7777
AND/OR/NAND/NOR                397           0.02296
[routing by layer]
| metal | GRT usage | up-vias | part of all wire |
|---|---|---|---|
| li1 | - | 17600 | - |
| met1 | 0.2971 | 21190 | 0.32 |
| met2 | 0.3519 | 3088 | 0.45 |
| met3 | 0.2140 | 400 | 0.19 |
| met4 | 0.05734 | 14 | 0.029 |
| met5 | 0.02083 | - | 0.0025 |
[metrics by stage]
step	hold slack (ns)	instance area, um2	util	power, mW
after floorplan	6.679	80310	-	3.132
after global placement	6.788	84740	0.4244	3.284
after detailed placement	6.792	84740	0.4244	3.286
after CTS	5.911	90960	0.4556	5.468
after global routing	5.930	90960	0.4556	5.588
final	5.957	90970	0.4556	5.442
[power breakdown]
group | internal (mW) | switching (mW)
Combinational | 0.0856 | 0.214
Sequential | 2.93 | 0.00279
Clock | 1.24 | 0.968
Total | 4.26 | 1.18
[worst max-delay path, stage by stage]
cell and delay, ns:
sky130_fd_sc_hd__buf_8 0.51, sky130_fd_sc_hd__buf_4 0.77, sky130_fd_sc_hd__buf_4 0.70, sky130_fd_sc_hd__and2_4 0.81, sky130_fd_sc_hd__nand2_1 0.63, sky130_fd_sc_hd__nor2_4 0.22
sky130_fd_sc_hd__buf_4 0.59
[final timing paths]
check	slack, ns	to	cells past startpoint	start
max	22.42	memory.memory[51][0]	7	address[2]
min	5.96	memory.memory[10][27]	1	data[27]
[cell type report]
class / count / area [um2] / share of cell area
timing repair buffer: 251 / 1899 / 0.02088
multi-input combinational: 1701 / 16530 / 0.1817
clock buffer: 249 / 5274 / 0.05797
tap: 2656 / 3323 / 0.03653
clock inverter: 113 / 943.4 / 0.01037
sequential: 2112 / 62940 / 0.6919
antenna: 4 / 10.01 / 0.0001100
inverter: 13 / 51.30 / 0.0005639
[state kept, by name (all words and copies together) (netlist names)]
signal / cells
memory.out_data: 32
memory.memory: 2080
[cells in the final DEF (no fill, tap or decap), types with 12 or more instances in the layout]
cell	instances
sky130_fd_sc_hd__a31oi_1	14
sky130_fd_sc_hd__a221oi_1	226
sky130_fd_sc_hd__nor2_1	56
sky130_fd_sc_hd__mux2_2	99
sky130_fd_sc_hd__o211ai_1	41
sky130_fd_sc_hd__nand2_1	119
sky130_fd_sc_hd__a22oi_1	176
sky130_fd_sc_hd__nand3_1	75
sky130_fd_sc_hd__edfxtp_1	2080
sky130_fd_sc_hd__clkinv_1	44
sky130_fd_sc_hd__clkdlybuf4s50_1	33
sky130_fd_sc_hd__nor2_4	64
sky130_fd_sc_hd__clkbuf_16	204
sky130_fd_sc_hd__o22ai_1	27
sky130_fd_sc_hd__mux4_2	205
sky130_fd_sc_hd__a41oi_1	13
sky130_fd_sc_hd__clkbuf_1	45
sky130_fd_sc_hd__mux2i_1	278
sky130_fd_sc_hd__o221ai_1	29
sky130_fd_sc_hd__a22o_1	12
sky130_fd_sc_hd__dlxtp_1	32
sky130_fd_sc_hd__buf_2	36
sky130_fd_sc_hd__a21oi_1	57
sky130_fd_sc_hd__clkinv_2	44
sky130_fd_sc_hd__bufinv_16	14
sky130_fd_sc_hd__o21ai_0	49
sky130_fd_sc_hd__buf_4	179
sky130_fd_sc_hd__a32oi_1	15
Power figures rest on the tool's default switching activity, not on a simulated workload.
